`/design/flow/run.sh`:
```
#!/bin/bash
# OpenROAD 26Q1-2900-gdf79404cd8, Yosys 0.63+post, stock flow scripts
make -C /OpenROAD-flow-scripts/flow DESIGN_CONFIG=/design/flow/config.mk WORK_HOME=/design/flow/orfs finish
```
`/design/flow/config.mk`:
```
export PLATFORM = sky130hd
export DESIGN_NAME = debouncer
export DESIGN_NICKNAME = debouncer
export VERILOG_FILES = /design/flow/design.v
export SDC_FILE = /design/flow/constraint.sdc
export NUM_CORES = 4
export LEC_CHECK = 1
export CORE_UTILIZATION = 40
```
`/design/flow/constraint.sdc`:
```
current_design debouncer

set clk_period 3.5
set clk_io_pct 0.2

create_clock -name clk0 -period $clk_period [get_ports {clk}]

set non_clock_inputs [all_inputs -no_clocks]
set_input_delay [expr $clk_period * $clk_io_pct] -clock clk0 $non_clock_inputs
set_output_delay [expr $clk_period * $clk_io_pct] -clock clk0 [all_outputs]
```
`/design/flow/design.v`:
```
`timescale 1ns / 1ps
module debouncer (button_out, button_in, clk, reset);
  output reg button_out;
  input button_in, clk, reset;
  reg [40:0] counter;
  always @ (posedge clk) begin
    if (reset) begin
      counter <= 0;
      button_out <= 0;
    end
    else if (counter == 50000000) begin
      counter <= 0;
      button_out <= 1;
    end
    else if (button_in == 1) begin
      counter <= counter + 1;
      button_out <= 0;
    end
    else begin
      counter <= counter;
      button_out <= 0;
    end
  end
endmodule
```
==> impl_metrics.ini <==
; physical design summary
[yosys]
synthArstFlopShare_pct = 0
syn_inst = 227
yosysUniqueCellTypes = 29
yosysSeqAreaShare_pct = 42.18
synth_stat.cells = 227
top_cells_by_count = dfxtp_1 (42), nor2_1 (42), xor2_1 (26), nand4_1 (17), nand2_1 (14)
yosys.area.top_type = dfxtp_1
ys_area_mm2 = 0.001993
ff_type = dfxtp_1
enable_flop_cells = 0
synthesis.area_mm2 = 0.001993
yosysWarnings = 1
avgSynthCellArea_um2 = 8.780
synth_flop_count = 42
top_area_share_pct = 42.18
top_cells_by_area = dfxtp_1 (42%), xor2_1 (11%), nor2_1 (7.9%)

[worst_setup_path]
critPathKind = input port to flop
crit_fanout = 7
crit_required_ps = 3720
cp-end-kind = flop
critPathLaunchType = input port
cp.arrival_ps = 2800

[flow_run]
warnings = 26
maxCapViolations = 0

[routing]
diodes = 0
finalWirelength_um = 3528
drt-initial-drc-count = 98
drtAntennaViolNets = 0
drcViolationCount = 0
vias_per_cell = 4.970
dr.pass1.iters = 4
wl_per_cell_um = 11.80
routed-via-count = 1486

[clock_network]
clock_path_buffers = 2
ctsResizeCount = 0
clock_latency_ps = 290
htree_levels = 2
cts_tree = yes
cts.reportedPaths.clkPinSlew_ps = 80
numCtsBuffers = 5
cts_setup_buffers = 0
postCtsHoldBufs = 0
clock-sinks = 42
cts-root-buf = clkbuf_8

[sta]
rsz0062_at_grt = no
finalClockPeriodUsage_pct = 73.71
max_freq_mhz = 387.6
setup_tns_ps = 0
min_period_ps = 2580
hold_viol_final = 0
setup_ws_ps = 920.2
tightest_slew_ps = 710.6
maxSlewHeadroom_pct = 52.19
clock-skew-final_ps = 3.796
setup_viol = 0
whs_ps = 511.7
maxSlewViolCount = 0

[placed_design]
routabilityCongestion = 0.7736
preCtsSetupSlack_ps = 613.3
dp.cells = 291
place_hpwl_um = 2365
io_buffers = 3
placed_area_mm2 = 0.002087

[layout]
utilization_pct = 46.18
instances_no_fill = 299
area_growth_pct = 10.17
drive_above_1_share_pct = 6.897
design_area_mm2 = 0.002196

[grt]
grt_max_degree = 36
grt_pass1_vias = 1425
overflow = 0
grt_first_pass_wirelength_um = 6596
antenna_found_initial = 0
grt_use_total_pct = 16.11

[die]
die_h_um = 72.59
ios = 4
chipArea_mm2 = 0.005269
row_count = 25
coreArea_mm2 = 0.004755
die_w_um = 72.59
fp_util_pct = 41.92

[pwr]
power.total_uw = 875.9
power_leakage_nw = 0.7813
power_density_mw_per_mm2 = 398.9
ir_worst_vdd_mv = 0.1827

[run_status]
status = finished clean

[worst_hold_path]
hold_path_class = flop to flop
-- layout make-up --
cell class / instances / area, um^2
inverter: 4 / 15.01
clock buffer: 5 / 68.82
tap: 67 / 83.83
clock inverter: 3 / 40.04
multi-input combinational: 173 / 1102
timing repair buffer: 5 / 45.04
fill: 482 / 2559
sequential: 42 / 840.8
-- registers in the layout, summed over array words and instances (netlist names) --
signal	flops
button_out	1
counter	41
-- placed cells by master (no fill, tap or decap), drive strengths merged --
cell type / netlist / final
and2: 3 / 3
nand2: 14 / 14
clkbuf: 0 / 5
xnor2: 8 / 8
nand3: 14 / 14
bufinv: 0 / 1
buf: 8 / 2
and4: 3 / 3
nand4b: 2 / 2
mux2i: 1 / 1
nand4: 18 / 18
o21ai: 6 / 6
nor3: 3 / 3
ha: 2 / 2
inv: 4 / 4
nor4b: 4 / 4
nor2: 42 / 42
and3: 5 / 5
a21oi: 6 / 6
dfxtp: 42 / 42
nand2b: 1 / 1
or3: 6 / 6
nor4: 8 / 8
clkdlybuf4s50: 0 / 3
a41o: 1 / 1
clkinv: 0 / 2
xor2: 26 / 26
-- critical path: stages --
cell and delay [ps]:
clkdlybuf4s50_1 590, nand4_1 320, nor4_4 480, nand3_2 180
or3_1 400, a21oi_1 140
-- per-layer routing --
| layer | wire [um] | track usage [%] | vias to the layer above |
|---|---|---|---|
| met3 | 77 | 2.661 | 2 |
| met4 | 25 | 1.743 | 0 |
| met5 | 0 | 0 | - |
| li1 | - | - | 802 |
| met1 | 1911 | 26.27 | 673 |
| met2 | 1513 | 23.99 | 9 |
-- cell families after synthesis --
group / after synthesis / synth area share [%]
multiplexers: 1 / 0.5022
buffers and inverters: 12 / 2.511
adder cells (fa/ha/maj): 2 / 1.255
AND/OR/NAND/NOR: 123 / 35.09
XOR/XNOR: 34 / 14.94
flip-flops: 42 / 42.18
AND-OR/OR-AND: 13 / 3.516
-- final timing paths --
check / slack [ps] / startpoint / cells past startpoint / to
worst min-delay path: 510 / counter[39]$_SDFFE_PP0P_ / 2 / counter[39]$_SDFFE_PP0P_
worst max register to register: 1350 / counter[12]$_SDFFE_PP0P_ / 5 / counter[34]$_SDFFE_PP0P_
worst max-delay path: 920 / button_in / 6 / counter[35]$_SDFFE_PP0P_
worst min register to register: 510 / counter[39]$_SDFFE_PP0P_ / 2 / counter[39]$_SDFFE_PP0P_
-- where the power goes --
group	leakage [nW]	internal (mW)	switching, mW	total (mW)
Clock	0.0579	0.210	0.162	0.372
Sequential	0.339	0.480	0.00271	0.482
Combinational	0.385	0.00873	0.0128	0.0215
No activity file was given, so power comes from the tool's default toggle rates.
