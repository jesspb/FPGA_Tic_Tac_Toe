## /design/flow/run.sh

```bash
#!/bin/bash
# OpenROAD 26Q1-2900-gdf79404cd8, Yosys 0.63+post, stock flow scripts
make -C /OpenROAD-flow-scripts/flow DESIGN_CONFIG=/design/flow/config.mk WORK_HOME=/design/flow/orfs finish
```

## /design/flow/config.mk

```make
export PLATFORM = sky130hd
export DESIGN_NAME = checker_board
export DESIGN_NICKNAME = checker_board
export VERILOG_FILES = /design/flow/design.v
export SDC_FILE = /design/flow/constraint.sdc
export NUM_CORES = 4
export LEC_CHECK = 1
export CORE_AREA = 10 10 70 70
export DIE_AREA = 0 0 80 80
```

## /design/flow/constraint.sdc

```tcl
current_design checker_board

set clk_period 2.4
set clk_io_pct 0.2

create_clock -name clk0 -period $clk_period [get_ports {confirm}]

set non_clock_inputs [all_inputs -no_clocks]
set_input_delay [expr $clk_period * $clk_io_pct] -clock clk0 $non_clock_inputs
set_output_delay [expr $clk_period * $clk_io_pct] -clock clk0 [all_outputs]
```

## /design/flow/design.v

```verilog
`timescale 1ns / 1ps
module checker_board(clk, reset, mem, game_status, confirm);
  input clk;
  input confirm;
  input reset;
  input [31:0]mem;
  wire [1:0]mem_array[0:15];
  output reg [11:0]game_status;
  reg [3:0]counter;
  reg [2:0]counter_p1;
  reg [2:0]counter_p2;
  reg [3:0] turncounter;
  assign {mem_array[15],mem_array[14],mem_array[13],mem_array[12],mem_array[11],mem_array[10],mem_array[9],mem_array[8],mem_array[7],mem_array[6],mem_array[5],mem_array[4],mem_array[3],mem_array[2],mem_array[1],mem_array[0]}=mem;
  always @ (posedge clk) begin
    for(counter = 0; counter < 4'b1001; counter = counter+1) begin
      if(mem_array[counter]==2'b11)begin
        counter_p1<=counter_p1+1;
      end 
      else if(mem_array[counter]==2'b10)begin
        counter_p2<=counter_p2+1;
      end
    end
    if (reset) begin
      counter_p1 <= 0;
      counter_p2 <=0;
    end
  end
  always @(posedge confirm or posedge reset) begin
    if (reset) begin
      turncounter = 0;
    end
    else if (turncounter == 10) begin
      turncounter = 0;
    end
    else begin
      turncounter = turncounter + 1;
    end
  end
  always @(*) begin 
    if (reset) begin
      game_status<=12'b111111011001;
    end 
    else if (mem_array[0]==2'b10 && mem_array[3]==2'b10 && mem_array[6]==2'b10 || mem_array[1]==2'b10 && mem_array[4]==2'b10 && mem_array[7]==2'b10 || mem_array[2]==2'b10 && mem_array[5]==2'b10 && mem_array[8]==2'b10 || mem_array[0]==2'b10 && mem_array[1]==2'b10 && mem_array[2]==2'b10 || mem_array[3]==2'b10 && mem_array[4]==2'b10 && mem_array[5]==2'b10 || mem_array[6]==2'b10 && mem_array[7]==2'b10 && mem_array[8]==2'b10 || mem_array[0]==2'b10 && mem_array[4]==2'b10 && mem_array[8]==2'b10 || mem_array[2]==2'b10 && mem_array[4]==2'b10 && mem_array[6]==2'b10)begin
      game_status<=12'b010010010010;
    end 
    else if(mem_array[0]==2'b11 && mem_array[3]==2'b11 && mem_array[6]==2'b11 || mem_array[1]==2'b11 && mem_array[4]==2'b11 && mem_array[7]==2'b11 || mem_array[2]==2'b11 && mem_array[5]==2'b11 && mem_array[8]==2'b11 || mem_array[0]==2'b11 && mem_array[1]==2'b11 && mem_array[2]==2'b11 || mem_array[3]==2'b11 && mem_array[4]==2'b11 && mem_array[5]==2'b11 || mem_array[6]==2'b11 && mem_array[7]==2'b11 && mem_array[8]==2'b11 || mem_array[0]==2'b11 && mem_array[4]==2'b11 && mem_array[8]==2'b11 || mem_array[2]==2'b11 && mem_array[4]==2'b11 && mem_array[6]==2'b11) begin
      game_status<=12'b001001001001;
    end 
    else if (turncounter == 9) begin
      game_status<=12'b000000000000;		
    end
    else if (turncounter %2 == 0)begin
      game_status<=12'b111111011001;
    end 
    else if (turncounter%2 == 1) begin
      game_status<=12'b111111011010;
    end
  end
endmodule
```

==> flow_results.xml <==
<?xml version="1.0" encoding="UTF-8"?>
<metrics>
  <group name="run_status">
    <metric name="status" unit="">complete, no violations</metric>
  </group>
  <group name="cells_and_area">
    <metric name="largest_reg_flops" unit="">4</metric>
    <metric name="layout.cell_area.non_filler" unit="um2">842</metric>
    <metric name="stdcell_count" unit="">147</metric>
    <metric name="drive_above_1_share" unit="">0.396</metric>
    <metric name="layout.core_utilization" unit="">0.247</metric>
    <metric name="syn2layout_area_growth" unit="%">64.1</metric>
  </group>
  <group name="timing">
    <metric name="final_max_slew_viol_count" unit="">0</metric>
    <metric name="timing.setup.tns" unit="ns">0</metric>
    <metric name="final.setup_skew" unit="ns">0.00249</metric>
    <metric name="setup_viol_count_final" unit="">0</metric>
    <metric name="timing.final.crit_period" unit="ns">2.33</metric>
    <metric name="grt_setup_unrepaired" unit="">yes</metric>
    <metric name="hold-worst-slack" unit="ns">0.503</metric>
    <metric name="timing.fmax" unit="MHz">429</metric>
    <metric name="hold_violations" unit="">0</metric>
    <metric name="fin_crit_sh" unit="">0.971</metric>
  </group>
  <group name="power_and_ir_drop">
    <metric name="power.combinational.fraction" unit="">0.360</metric>
    <metric name="pwr_density_cell" unit="nW/um2">279</metric>
    <metric name="total_leakage_power" unit="nW">0.350</metric>
    <metric name="reg_power_frac" unit="">0.288</metric>
    <metric name="p_int" unit="mW">0.171</metric>
    <metric name="clkPwrFrac" unit="">0.351</metric>
    <metric name="total_switching_power" unit="mW">0.0648</metric>
    <metric name="ir_drop" unit="mV">0.206</metric>
    <metric name="netSwitchingFraction" unit="">0.275</metric>
  </group>
  <group name="detailed_routing">
    <metric name="drc_errors" unit="">0</metric>
    <metric name="vias" unit="">641</metric>
    <metric name="routed_wire_length_per_instance" unit="um">12.7</metric>
    <metric name="antenna_cells" unit="">0</metric>
    <metric name="drt_iter0_markers" unit="">82</metric>
    <metric name="avgViaCountPerCell" unit="">4.36</metric>
    <metric name="drtAntennaViolNets" unit="">0</metric>
    <metric name="drtPass1Iterations" unit="">4</metric>
    <metric name="drt-total-wl" unit="um">1870</metric>
  </group>
  <group name="clocking">
    <metric name="clock_sinks" unit="">4</metric>
    <metric name="clock_tree.buffer_depth" unit="">2</metric>
    <metric name="tritoncts" unit="">done</metric>
    <metric name="clk-insertion-delay-late" unit="ns">0.24</metric>
    <metric name="ctsHoldBuffers" unit="">0</metric>
    <metric name="cts_inserted_buffers" unit="">3</metric>
    <metric name="cts_root_buffer" unit="">sky130_fd_sc_hd__clkbuf_4</metric>
    <metric name="h-tree-depth" unit="">1</metric>
    <metric name="clk_pin_slew" unit="ns">0.03</metric>
  </group>
  <group name="worst_setup_path">
    <metric name="critical_path.endpoint_type" unit="">output pin</metric>
    <metric name="timing.critical_path.mode_cell" unit="">sky130_fd_sc_hd__buf_4</metric>
    <metric name="worstReg2RegStart" unit="">turncounter[0]$_DFF_PP0_</metric>
    <metric name="path_max_fanout" unit="">4</metric>
    <metric name="cpMaxStageDelayCell" unit="">sky130_fd_sc_hd__o311ai_1</metric>
    <metric name="cell_by_cell_listing_of_the_critical_path" unit="">buf_4 -&gt; and4bb_1 -&gt; o311ai_1 -&gt; nand4_1 -&gt; buf_4 -&gt; nor2_4 -&gt; nand2_2 -&gt; dlygate4sd2_1</metric>
    <metric name="regToRegEndpoint" unit="">turncounter[3]$_DFF_PP0_</metric>
    <metric name="stage_delay_of_the_slowest_cell_on_the_critical_path" unit="ns">0.26</metric>
    <metric name="timing.critical_path.to" unit="">game_status[4]</metric>
    <metric name="crit_path_start_kind" unit="">primary input</metric>
    <metric name="worstSetupPathType" unit="">in -&gt; out</metric>
    <metric name="cp.required" unit="ns">1.92</metric>
    <metric name="critical_path.startpoint" unit="">mem[1]</metric>
    <metric name="r2r.worst_path.cells" unit="">2</metric>
    <metric name="timing.critical_path.arrival" unit="ns">1.85</metric>
    <metric name="worst-r2r-setup-slack" unit="ns">1.43</metric>
  </group>
  <group name="synthesis">
    <metric name="post_synth_instance_area" unit="um2">513</metric>
    <metric name="async_reset_ff_frac" unit="">1.00</metric>
    <metric name="synthDominantCellAreaShare" unit="">0.195</metric>
    <metric name="synthDistinctLibCells" unit="">23</metric>
    <metric name="top_cell" unit="">sky130_fd_sc_hd__nand2_1</metric>
    <metric name="synthTopCellsByArea" unit="">sky130_fd_sc_hd__dfrtp_1, sky130_fd_sc_hd__nand4_1, sky130_fd_sc_hd__buf_4, sky130_fd_sc_hd__nand2_1, sky130_fd_sc_hd__nor4bb_1</metric>
    <metric name="synth.yosys.num_cells" unit="">69</metric>
    <metric name="ys.flops" unit="">4</metric>
    <metric name="synth-main-ff-cell" unit="">sky130_fd_sc_hd__dfrtp_1</metric>
    <metric name="largest_area_cell" unit="">sky130_fd_sc_hd__dfrtp_1</metric>
    <metric name="edf_count" unit="">0</metric>
    <metric name="yosys_warnings" unit="">1</metric>
    <metric name="seq_area_frac_synth" unit="">0.195</metric>
    <metric name="yosys-top-cells-count" unit="">sky130_fd_sc_hd__nand2_1, sky130_fd_sc_hd__nand4_1, sky130_fd_sc_hd__buf_4, sky130_fd_sc_hd__o21ai_0</metric>
    <metric name="syn-mean-instance-area" unit="um2">7.43</metric>
    <metric name="yosysChipArea" unit="um2">513</metric>
    <metric name="netlist_instances" unit="">69</metric>
  </group>
  <group name="place">
    <metric name="dpl.cell_count" unit="">143</metric>
    <metric name="numPortBuffers" unit="">29</metric>
    <metric name="globalplace.congestion" unit="">0.841</metric>
    <metric name="dpl-instance-area" unit="um2">850</metric>
    <metric name="hpwl" unit="um">1510</metric>
  </group>
  <group name="global_routing">
    <metric name="first_pass_grt_wire_length" unit="um">2900</metric>
    <metric name="antenna_found_initial" unit="">0</metric>
    <metric name="globalRouteOverflowTotal" unit="">0</metric>
    <metric name="grt_max_degree" unit="">9</metric>
    <metric name="grt_use_total" unit="">0.0563</metric>
    <metric name="grt_pass1_vias" unit="">612</metric>
  </group>
  <group name="run">
    <metric name="warnings" unit="">42</metric>
    <metric name="cap_violations" unit="">0</metric>
  </group>
  <group name="floorplan">
    <metric name="placementRows" unit="">21</metric>
    <metric name="die_y" unit="um">80</metric>
    <metric name="chip_area" unit="um2">6400</metric>
    <metric name="coreArea" unit="um2">3420</metric>
    <metric name="boundaryPins" unit="">47</metric>
    <metric name="fp-utilization" unit="">0.150</metric>
    <metric name="floorplan.die.width" unit="um">80</metric>
  </group>
  <group name="min_path">
    <metric name="min-delay-path-class" unit="">reg -&gt; reg</metric>
  </group>
</metrics>
## kinds of logic (layout without fill, tap and decap cells)
family | count (synthesis) | in the layout | share of synthesized area
compound gates | 15 | 15 | 0.173
xor+xnor | 1 | 1 | 0.0171
buf+inv | 10 | 41 | 0.124
flops | 4 | 4 | 0.195
other cells | 1 | 2 | 0.00731
simple gates | 38 | 38 | 0.483
## metal layers
layer  vias to the layer above  global-route usage  routed length, um
li1                        319                   -                  -
met1                       280              0.0673                760
met2                        38              0.0915                845
met3                         4              0.0295                246
met4                         0             0.00352                 22
met5                         -                   0                  0
## cell type report
| type | count | area [um2] |
|---|---|---|
| Timing Repair Buffer | 35 | 250 |
| Inverter | 3 | 11.3 |
| Tap cell | 46 | 57.6 |
| Clock buffer | 3 | 22.5 |
| Sequential cell | 4 | 100 |
| Multi-Input combinational cell | 56 | 400 |
| Fill cell | 384 | 2570 |
## how the worst min path moves through the flow
stage | to | start | slack, ns | depth (start not counted)
4_1_cts | turncounter[2]$_DFF_PP0_ | turncounter[2]$_DFF_PP0_ | 0.51 | 1
5_1_grt | turncounter[0]$_DFF_PP0_ | turncounter[3]$_DFF_PP0_ | 0.55 | 1
6_report | turncounter[2]$_DFF_PP0_ | turncounter[2]$_DFF_PP0_ | 0.50 | 1
## per-stage QoR
step | power [mW] | worst slack (ns)
6_report | 0.235 | 0.0687
4_1_cts | 0.233 | -0.0142
3_3_place_gp | 0.158 | -0.652
2_1_floorplan | 0.0966 | 0.450
5_1_grt | 0.257 | -0.0230
3_5_place_dp | 0.159 | -0.716
## worst max-delay path: cells and delay by family
| kind | cells | cell delay [ns] |
|---|---|---|
| AND-OR/OR-AND | 1 | 0.26 |
| buffers and inverters | 3 | 0.57 |
| AND/OR/NAND/NOR | 4 | 0.53 |
## cell usage in the layout, fill, tap and decap left out, types with 3 or more instances in the layout
| cell | instances |
|---|---|
| sky130_fd_sc_hd__inv_1 | 3 |
| sky130_fd_sc_hd__clkbuf_4 | 3 |
| sky130_fd_sc_hd__a21oi_1 | 3 |
| sky130_fd_sc_hd__buf_4 | 9 |
| sky130_fd_sc_hd__nand4_1 | 9 |
| sky130_fd_sc_hd__dlygate4sd2_1 | 8 |
| sky130_fd_sc_hd__buf_2 | 13 |
| sky130_fd_sc_hd__nor2b_1 | 3 |
| sky130_fd_sc_hd__and4bb_2 | 3 |
| sky130_fd_sc_hd__dfrtp_1 | 4 |
| sky130_fd_sc_hd__nand2_1 | 9 |
## power by group through the flow
stage	Combinational [mW]	Clock (mW)	Sequential, mW
4_1_cts	0.0780	0.0872	0.0678
5_1_grt	0.0920	0.0972	0.0677
6_report	0.0848	0.0826	0.0679
## what timing repair did
| action | in CTS | in global routing |
|---|---|---|
| buffers inserted | 0 | 1 |
| gates resized | 96 | 10 |
| setup endpoints to repair | 10 | 4 |
| pin swaps | 11 | 4 |
Power and IR drop assume default switching activity.
